[flow/run.sh]
#!/bin/bash
# OpenROAD 26Q1-2900-gdf79404cd8, Yosys 0.63+post, stock flow scripts
make -C /OpenROAD-flow-scripts/flow DESIGN_CONFIG=/design/flow/config.mk WORK_HOME=/design/flow/orfs finish
[flow/config.mk]
export PLATFORM = sky130hd
export DESIGN_NAME = vga_bounceball
export DESIGN_NICKNAME = vga_bounceball
export VERILOG_FILES = /design/flow/design.v
export SDC_FILE = /design/flow/constraint.sdc
export NUM_CORES = 4
export LEC_CHECK = 1
export CORE_UTILIZATION = 30
[flow/constraint.sdc]
current_design vga_bounceball

set clk_period 7.3
set clk_io_pct 0.2

create_clock -name clk0 -period $clk_period [get_ports {clk}]

set non_clock_inputs [all_inputs -no_clocks]
set_input_delay [expr $clk_period * $clk_io_pct] -clock clk0 $non_clock_inputs
set_output_delay [expr $clk_period * $clk_io_pct] -clock clk0 [all_outputs]
[flow/design.v]
`default_nettype none
module EdgeUp (clk, reset, in, out);
input clk, reset, in;
output out;
reg last = 1'b1;  
reg l_out;
always @(posedge clk)
if (reset == 1'b1) begin
	last <= 1'b1;
	l_out <= 1'b0;
end else begin
	if ((last == 1'b0) && (in == 1'b1))
		l_out <= 1'b1;
	else
		l_out <= 1'b0;
	last <= in;
end  
assign out = l_out;
endmodule
`default_nettype none
module vga640x480(
   input wire clk,
	input wire clk25Mhz,
	input wire reset,
	output wire vga_hs,
   output wire vga_vs,
	output wire vga_videoon,
	output wire vga_offscreen,
	output wire [9:0] hcounter_out,
	output wire [9:0] vcounter_out
	);
reg [9:0] hcounter;
reg [9:0] vcounter;
wire edgeUp_clk25M;
EdgeUp EU_Clk25M (.clk(clk), .reset(reset), .in(clk25Mhz), .out(edgeUp_clk25M));
always @(posedge clk)
if (reset == 1'b1) begin
	hcounter <= 0;
	vcounter <= 0;
end else begin
	if (edgeUp_clk25M == 1'b1) begin
		if (hcounter != 799) begin
			hcounter <= hcounter + 1;
		end else begin
			hcounter <= 0;
			if (vcounter != 520) begin
				vcounter <= vcounter + 1;
			end else begin
				vcounter <= 0;
			end  
		end  
	end  
end  
assign vga_hs = (hcounter < 96) ? 1'b0 : 1'b1;
assign vga_vs = (vcounter < 2) ? 1'b0 : 1'b1;
assign vga_videoon = ((hcounter >= 144) && (hcounter < 784) && (vcounter >= 31) && (vcounter < 510))
			? 1'b1 : 1'b0;
assign vga_offscreen = ((vcounter < 31) || (vcounter >= 511)) ? 1'b1 : 1'b0;  
assign hcounter_out = (hcounter >= 144)  ? (hcounter - 144) : 10'd0;
assign vcounter_out = (vcounter >= 31) ? (vcounter - 31) : 10'd0;
endmodule
`default_nettype none
module vga_bounceball(
			input wire clk,
			input wire nreset,
			output wire vga_hs,
			output wire vga_vs,
			output wire [2:0] red,
			output wire [2:0] green,
			output wire [2:0] blue,
			output wire led1,  
			output wire led2,  
			output wire [7:0] dac  
        );
wire reset;
assign reset = ! nreset;
reg l_led1 = 0; reg l_led2 = 0;
assign led1 = l_led1; assign led2 = l_led2;
assign dac[7:0]=xpos_ball[9:2];  
wire [9:0] hc;  
wire [9:0] vc;  
wire videoactive;
wire offscreen;  
reg [9:0] xpos_ball;  
reg [9:0] ypos_ball;  
wire pixel_ball;  
reg ball_dir_hor;  
reg ball_dir_ver;  
wire pixel_edge;  
reg [1:0] state;
reg clk25out;
reg clk25c;  
reg clk25pulse;
wire coll_edge_top;
wire coll_edge_right;
wire coll_edge_bottom;
wire coll_edge_left;
reg collmem_top;
reg collmem_right;
reg collmem_bottom;
reg collmem_left;
vga640x480 vga1 (.clk(clk) , .clk25Mhz(clk25out), .reset(reset),
								.vga_hs(vga_hs), .vga_vs(vga_vs), .vga_videoon(videoactive),
								.vga_offscreen(offscreen), .hcounter_out(hc), .vcounter_out(vc));
wire ball_tmp;
assign ball_tmp = (((hc - xpos_ball) <= 5) &&  ((vc - ypos_ball) <= 5)) ? 1'b1 : 1'b0;
assign pixel_ball = ball_tmp & videoactive;
vga_screenedge egde  (.vidactive(videoactive),
					.xpos_vga(hc), .ypos_vga(vc),
					.vidout(pixel_edge),
					.collision_top(coll_edge_top), .collision_right(coll_edge_right),
					.collision_bottom(coll_edge_bottom),.collision_left(coll_edge_left));
assign red   = (((pixel_ball || pixel_edge)) && (videoactive == 1)) ? 3'b111: 3'b000;
assign green = (((pixel_ball ^ pixel_edge)) && (videoactive == 1)) ? 3'b111 : 3'b000;
assign blue  = (((pixel_ball ^ pixel_edge)) && (videoactive == 1)) ? 3'b111 : 3'b000;
always @(posedge clk) 
if (reset == 1) begin
	clk25c	<= 0;
	clk25out <= 0;
	clk25pulse <= 0;
	xpos_ball<=628;
	ypos_ball<=467;
	ball_dir_hor<=0;
	ball_dir_ver<=0;
	collmem_top<=0;
	collmem_right<=0;
	collmem_bottom<=0;
	collmem_left<=0;
	state <= 0;
end else begin
	if (clk25c == 1) begin
		clk25out <= ! clk25out;
	end
	clk25c <= ! clk25c;
	clk25pulse <= clk25c & clk25out;
	case (state)
		0 : begin
l_led1=0; l_led2=0;  
				collmem_top<=0;
				collmem_right<=0;
				collmem_bottom<=0;
				collmem_left<=0;
				if (offscreen == 0) begin
					state <= 1;
				end
			end
		1 : begin
l_led1=0; l_led2=1;  
				if (offscreen == 1) begin
					state <= 2;
				end else begin
					if (pixel_ball == 1) begin
						if (coll_edge_top == 1) begin
							collmem_top <= 1'b1;
						end
						if (coll_edge_right == 1) begin
							collmem_right <= 1'b1;
						end
						if (coll_edge_bottom == 1) begin
							collmem_bottom <= 1'b1;
						end
						if (coll_edge_left == 1) begin
							collmem_left <= 1'b1;
						end
					end
				end
			end
		2: begin
l_led1=1; l_led2=0;  
				if ((collmem_top == 1) & (collmem_bottom == 0))begin
					ball_dir_ver <= 1;  
				end
				if ((collmem_bottom == 1) & (collmem_top == 0)) begin
					ball_dir_ver <= 0;  
				end
				if ((collmem_left == 1) & (collmem_right == 0 )) begin
					ball_dir_hor <= 1;  
				end
				if ((collmem_right == 1) & (collmem_left == 0)) begin
					ball_dir_hor <= 0;  
				end
				state <= 3;
			end		
		3: begin
l_led1=1; l_led2=1;  
				if (ball_dir_hor == 0) begin
					if (xpos_ball == 639) begin
						xpos_ball <= 0;
					end else begin
						xpos_ball <= xpos_ball + 1;
					end
				end else begin
					if (xpos_ball == 0) begin
						xpos_ball <= 639;
					end else begin
						xpos_ball <= xpos_ball - 1;
					end
				end
				if (ball_dir_ver == 0) begin
					if (ypos_ball == 479) begin
						ypos_ball <= 0;
					end else begin
						ypos_ball <= ypos_ball + 1;
					end
				end else begin
					if (ypos_ball == 0) begin
						ypos_ball <= 479;
					end else begin
						ypos_ball <= ypos_ball - 1;
					end
				end
				state <= 0;
			end
		default :
			state <= 0;
	endcase
end  
endmodule
`default_nettype none
module vga_screenedge(
		input wire vidactive,
		input wire[9:0] xpos_vga,
		input wire[9:0] ypos_vga,
		output wire vidout,
		output wire collision_top, 
		output wire collision_right,
		output wire collision_bottom,
		output wire collision_left
);
parameter EDGE=5;
wire edge_of_screen;
wire coll_top;
wire coll_right;
wire coll_bottom;
wire coll_left;
assign edge_of_screen = ((xpos_vga < EDGE ) || (xpos_vga >= 640-EDGE) || (ypos_vga < EDGE ) || (ypos_vga >= 480-EDGE)) ? 1'b1 : 1'b0;
assign coll_right = (xpos_vga == EDGE) ? 1'b1 : 1'b0;  
assign coll_left = (xpos_vga == 640-EDGE+1) ? 1'b1 : 1'b0;  
assign coll_bottom = (ypos_vga == EDGE) ? 1'b1 : 1'b0;  
assign coll_top = (ypos_vga == 480-EDGE+1) ? 1'b1 : 1'b0;  
assign vidout = edge_of_screen & vidactive;
assign collision_top = coll_top & vidactive;
assign collision_right = coll_right & vidactive;
assign collision_bottom = coll_bottom & vidactive;
assign collision_left = coll_left & vidactive;
endmodule
==> results.txt <==
Routed WL = 12200 µm
Max Slew Vio Count = 0
Final Critical Period = 6.53 ns
post-layout period usage = 0.895
Hold Path Class = flop to flop
number of global-route vias before repair = 4184
dpl hpwl = 9260 µm
Seq share, synth = 0.225
io pins = 23
yosys stat chip area = 5080 µm²
first-pass GRT wire length = 20700 µm
die x size = 132 µm
CTS tree = built
Core Util at FP = 0.307
std cell rows = 47
Synth Warn # = 3
setup TNS = 0 ns
Post CTS Setup Buffer Count = 0
placement-stage cell area = 5330 µm²
H-Tree Depth = 2
Max Cap Viol = 0
die height = 132 µm
Synth cell types = 84
Clock Sinks = 56
post-CTS sizing = 0
hold_buf cts = 0
Setup crit start kind = flop
post-synthesis cell count = 687
pre-CTS setup slack = 1.09 ns
CTS Root Cell = clkbuf_16
GRT Total Usage = 0.146
Area growth syn-to-layout = 7.79%
CTS Buf Count = 5
DRT iter0 DRCs = 351
ys cells = 687
drt wl/cell = 13.8 µm
CP Max Fanout = 8
final tally of hold violations = 0
via count = 4719
area leader, netlist = dfxtp_1
initial antenna violation count = 0
CTS clock-pin slew for the worst setup and hold paths = 0.07 ns
IR drop worst, VDD = 0.0000872 V
DR vias/cell = 5.31
leakage power = 0.00211 µW
Final ANT Viol Nets = 0
Post-Syn Area = 5080 µm²
routability cong. = 0.926
setup slack after layout = 0.769 ns
syn_area_per_cell = 7.39 µm²
Ant. Diodes = 0
WP data arrival = 5.07 ns
Post-synth EDFFs = 2
CP Data Required Time = 5.84 ns
outcome = completed
final instance area = 5470 µm²
Synth flops = 56
skew final = 0.00925 ns
Area leader share = 0.213
FMAX = 0.153 GHz
Inst Count DP = 881
Cell area leaders = dfxtp_1 21%, ha_1 7.9%, nor2_1 5.5%, nand2_1 4.4%, o21ai_0 4.2%
total gr overflow = 0
IO buf count = 22
Slew @ Worst Pin = 0.870 ns
most used flip-flop cell = dfxtp_1
Worst Setup End Kind = output pin
largest net degree at the start of global routing = 31
Setup violations, final = 0
RSZ-0062 raised after global routing = no
layout cells sized above 1 = 0.0598
Die Area = 17400 µm²
# DRC = 0
DR pass1 iterations = 5
pwr/cell area = 104 nW/µm²
core area = 16500 µm²
Non-Filler Instances = 889
Crit Path Class = flop to output pin
Log Warnings = 33
Max clock buf depth = 2
relative slew slack = 0.414
Async SR Flop Fraction = 0
Clk Latency, worst-skew pair = 0.31 ns
Final Total Pwr = 569 µW
critical path, cell delays in order, from the launching register on:
cell             delay [ns]
dfxtp_1                0.38
inv_1                  0.12
ha_1                   0.23
nand2b_4               0.08
a211o_1                0.36
or2_1                  0.26
and2_4                 0.15
ha_1                   0.36
inv_1                  0.12
a22o_1                 0.25
or3_1                  0.30
nor4_1                 0.21
and4b_1                0.21
nand4_1                0.10
a2111oi_0              0.44
nand3_1                0.14
ha_1                   0.29
and2_1                 0.25
clkdlybuf4s50_1        0.51
metal layers:
layer,vias up,wire length [µm],GRT usage
li1,2432,-,-
met1,2145,6240,0.229
met2,130,5210,0.219
met3,12,601,0.0169
met4,0,189,0.0226
met5,-,0,0
kinds of logic after synthesis:
kind of cell | synth area share
adder cells (fa/ha/maj) | 0.0890
AND-OR/OR-AND | 0.220
buffers and inverters | 0.0868
AND/OR/NAND/NOR | 0.306
multiplexers | 0.0202
flip-flops | 0.225
XOR/XNOR | 0.0535
synthesized netlist by cell type (17+ instances only):
library cell  count
a21oi_1          34
buf_4            17
clkbuf_1         23
dfxtp_1          54
ha_1             32
inv_1            45
nand2_1          60
nand3_1          29
nand4_1          19
nor2_1           74
nor3_1           27
o21ai_0          43
xnor2_1          21
where the power goes:
part           switching [µW]  internal, µW  total, µW
combinational            7.51          3.85       11.4
sequential               1.80           309        311
clock                     119           128        247
placed cells by master, fill, tap and decap left out, types with 4 or more instances in the layout:
cell and instances:
ha_1 32, o22ai_1 7, clkbuf_16 5, a21oi_1 34, xnor2_1 21, mux2i_1 8, and3_1 4, nand3_1 29
a211oi_1 7, nand2b_1 11, clkdlybuf4s50_1 22, dfxtp_1 54, nor3_1 27, a211o_1 4, nor2_1 74, a31oi_1 9
o21ai_1 5, and2_1 7, nor4_1 10, nor2b_1 12, or3_1 6, o21ai_0 43, o211ai_1 9, o31ai_1 4
or4_1 4, nand4_1 19, inv_1 45, nand2_1 60, a21o_1 8, xor2_1 10
area by class of cell:
class | instances | area (µm²)
well taps | 220 | 275
clock inverters | 2 | 16.3
inverters | 46 | 173
clock buffers | 6 | 129
fillers | 1730 | 11100
multi-input cells | 534 | 3490
flip-flops and latches | 56 | 1140
repair buffers | 25 | 243
per-stage QoR:
step / util / hold WS, ns
after floorplan: - / 0.367
after global placement: 0.322 / 0.369
after detailed placement: 0.322 / 0.370
after CTS: 0.331 / 0.383
after global routing: 0.331 / 0.425
final: 0.331 / 0.383
worst paths after layout:
check | slack (ns) | cells past startpoint | start | to
worst max register to register | 3.36 | 15 | vga1.vcounter[0] | collmem_bottom
worst max-delay path | 0.77 | 18 | vga1.hcounter[4] | blue[2]
worst min-delay path | 0.38 | 1 | vga1.EU_Clk25M.last | vga1.EU_Clk25M.l_out
worst min register to register | 0.38 | 1 | vga1.EU_Clk25M.last | vga1.EU_Clk25M.l_out
sequential cells by signal (all words and copies together) (netlist names), 4 cells and up:
signal / flops
vga1.hcounter: 10
vga1.vcounter: 10
xpos_ball: 10
ypos_ball: 10
state: 4
Power and IR drop assume default switching activity.
